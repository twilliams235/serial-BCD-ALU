===== flow/design.v =====
module combBCDadd_digit (
	input [3:0] A, B,
	input cin,
	output cout,
	output [3:0] F );
    wire [4:0] sum;
    wire [4:0] corrected_sum;
    wire correction_needed;
    assign sum = A + B + cin;
    assign correction_needed = (sum > 9);
    assign corrected_sum = sum + 5'b00110;
    assign F = correction_needed ? corrected_sum[3:0] : sum[3:0];
    assign cout = correction_needed || sum[4];
endmodule
module combBCDsub_4d (
  input [3:0] A3, A2, A1, A0,
  input [3:0] B3, B2, B1, B0,
  output [3:0] F4, F3, F2, F1, F0
);
  wire [3:1] carry;
  wire skip;
  reg [3:0] B0_radix, B1_radix, B2_radix, B3_radix;
  always @(*) begin
        B0_radix = 4'b1001 - B0;
        B1_radix = 4'b1001 - B1;
        B2_radix = 4'b1001 - B2;
        B3_radix = 4'b1001 - B3;
    end
  combBCDadd_digit U0 ( A0, B0_radix,     1'b1, carry[1], F0 );
  combBCDadd_digit U1 ( A1, B1_radix, carry[1], carry[2], F1 );
  combBCDadd_digit U2 ( A2, B2_radix, carry[2], carry[3], F2 );
  combBCDadd_digit U3 ( A3, B3_radix, carry[3],     skip, F3 );
  assign F4[3:0] = 4'b0000;
endmodule
module combBCDadd_4d (
  input  [3:0] A3, A2, A1, A0,
  input  [3:0] B3, B2, B1, B0,
  output [3:0] F4, F3, F2, F1, F0
);
  wire [3:1] carry;
  combBCDadd_digit U0 ( A0, B0,     1'b0, carry[1], F0 );
  combBCDadd_digit U1 ( A1, B1, carry[1], carry[2], F1 );
  combBCDadd_digit U2 ( A2, B2, carry[2], carry[3], F2 );
  combBCDadd_digit U3 ( A3, B3, carry[3],    F4[0], F3 );
  assign F4[3:1] = 3'b000;
endmodule
module Project2 (
	input reset,
	input clock,
	input din,
	output result
);
	reg [40:0] shift_reg;
  	wire [19:0] F_add;
  	wire [19:0] F_minus;
  	reg [27:0] F;
  	reg valid;
  	assign result = F[0];
	always @(posedge clock) begin
		if( reset )begin
			shift_reg <= 41'd0;
			F <= 28'd0;
		end
		else begin
			if (valid) begin
				shift_reg <= {din, 40'd0};
				if( shift_reg[8] == 1'b0 ) begin
					F[7:0] <= 8'b01101001;
					F[27:8] <= {F_add[16], F_add[17], F_add[18], F_add[19], F_add[12], F_add[13], F_add[14], F_add[15], F_add[8], 
							F_add[9], F_add[10], F_add[11], F_add[4], F_add[5], F_add[6], F_add[7], F_add[0], F_add[1], F_add[2], 
							F_add[3] };
				end
				else begin
					F[7:0] <= 8'b01101001;
					F[27:8] <= {F_minus[16], F_minus[17], F_minus[18], F_minus[19], F_minus[12], F_minus[13], F_minus[14], 
							F_minus[15], F_minus[8], F_minus[9], F_minus[10], F_minus[11], F_minus[4], F_minus[5], F_minus[6], 
							F_minus[7], F_minus[0], F_minus[1], F_minus[2], F_minus[3] };
				end
			end
			else begin
				shift_reg <= {din, shift_reg[40:1]};			
				F <= { 1'b0, F[27], F[26], F[25], F[24], F[23], F[22], F[21], F[20], F[19], F[18], F[17], F[16], F[15], 
					F[14], F[13], F[12], F[11], F[10], F[9], F[8], F[7], F[6], F[5], F[4], F[3], F[2], F[1] };
			end				
		end	
	end
	combBCDadd_4d ADD (
		.A3({shift_reg[9], shift_reg[10], shift_reg[11], shift_reg[12]}),
		.A2({shift_reg[13], shift_reg[14], shift_reg[15], shift_reg[16]}),
		.A1({shift_reg[17], shift_reg[18], shift_reg[19], shift_reg[20]}),
		.A0({shift_reg[21], shift_reg[22], shift_reg[23], shift_reg[24]}),
		.B3({shift_reg[25], shift_reg[26], shift_reg[27], shift_reg[28]}),
		.B2({shift_reg[29], shift_reg[30], shift_reg[31], shift_reg[32]}),
		.B1({shift_reg[33], shift_reg[34], shift_reg[35], shift_reg[36]}),
		.B0({shift_reg[37], shift_reg[38], shift_reg[39], shift_reg[40]}),
		.F4(F_add[3:0]),
		.F3(F_add[7:4]),
		.F2(F_add[11:8]),
		.F1(F_add[15:12]),
		.F0(F_add[19:16])
	);
	combBCDsub_4d SUBTRACT (
		.A3({shift_reg[9], shift_reg[10], shift_reg[11], shift_reg[12]}),
		.A2({shift_reg[13], shift_reg[14], shift_reg[15], shift_reg[16]}),
		.A1({shift_reg[17], shift_reg[18], shift_reg[19], shift_reg[20]}),
		.A0({shift_reg[21], shift_reg[22], shift_reg[23], shift_reg[24]}),
		.B3({shift_reg[25], shift_reg[26], shift_reg[27], shift_reg[28]}),
		.B2({shift_reg[29], shift_reg[30], shift_reg[31], shift_reg[32]}),
		.B1({shift_reg[33], shift_reg[34], shift_reg[35], shift_reg[36]}),
		.B0({shift_reg[37], shift_reg[38], shift_reg[39], shift_reg[40]}),
		.F4(F_minus[3:0]),
		.F3(F_minus[7:4]),
		.F2(F_minus[11:8]),
		.F1(F_minus[15:12]),
		.F0(F_minus[19:16])				
	);
	always @(*) begin
		if(shift_reg[7:0] == 8'b01011010) valid = 1'b1;
		else valid = 1'b0;
	end
	endmodule

===== flow/run.sh =====
#!/bin/bash
# OpenROAD 26Q1-2900-gdf79404cd8, Yosys 0.63+post, stock flow scripts
make -C /OpenROAD-flow-scripts/flow DESIGN_CONFIG=/design/flow/config.mk WORK_HOME=/design/flow/orfs finish

===== flow/config.mk =====
export PLATFORM = sky130hd
export DESIGN_NAME = Project2
export DESIGN_NICKNAME = Project2
export VERILOG_FILES = /design/flow/design.v
export SDC_FILE = /design/flow/constraint.sdc
export NUM_CORES = 4
export LEC_CHECK = 1
export CORE_UTILIZATION = 40

===== flow/constraint.sdc =====
current_design Project2

set clk_period 7.9
set clk_io_pct 0.2

create_clock -name clk0 -period $clk_period [get_ports {clock}]

set non_clock_inputs [all_inputs -no_clocks]
set_input_delay [expr $clk_period * $clk_io_pct] -clock clk0 $non_clock_inputs
set_output_delay [expr $clk_period * $clk_io_pct] -clock clk0 [all_outputs]

==> summary.rpt <==
==== FLOW RESULTS ====
----------------------------------------------------
[Floorplanning]
  Number of top-level pins ........................ 4
  Placement row count ........................ 35
  Core Box Area ........................ 0.009415 mm2
  Vertical die size ........................ 101.3 um
  Die extent in x ........................ 101.3 um
  Overall die area ........................ 0.01026 mm2
  Share of the core filled by cells before placement ........................ 41.90%

[Synthesis]
  Number of enable flip-flop cells ........................ 0
  Synth Flop Type ........................ sky130_fd_sc_hd__dfxtp_1
  Area of the mapped netlist ........................ 0.003945 mm2
  Ys cells ........................ 416
  Share of flip-flops with an asynchronous set or reset ........................ 0%
  Ranking of synthesized cells by instance count ........................ sky130_fd_sc_hd__dfxtp_1 (69), sky130_fd_sc_hd__ha_1 (41), sky130_fd_sc_hd__inv_1 (37)
  Number of distinct library cell variants in the gate-level netlist after synthesis ........................ 43
  YS chip area ........................ 0.003945 mm2
  Fraction of post-synthesis cell area in the top cell type by area ........................ 35.01%
  Yosys synthesis warning count ........................ 2
  Total of flip-flops plus latches after synthesis ........................ 69
  Post-synthesis sequential area ratio ........................ 35.01%
  Yosys top cell by instances ........................ sky130_fd_sc_hd__dfxtp_1
  Gate Count Post-Synth ........................ 416
  Cell type with the largest total area after synthesis ........................ sky130_fd_sc_hd__dfxtp_1
  Top post-synthesis cells by area ........................ sky130_fd_sc_hd__dfxtp_1 (35%), sky130_fd_sc_hd__ha_1 (13%), sky130_fd_sc_hd__fa_1 (7.1%)
  Post-Syn Area per Cell ........................ 9.483 um2

[Setup path]
  Maximum fanout along the worst path ........................ 5
  Delay contributed by the slowest stage of the critical path ........................ 540 ps
  Start-to-end type of the worst setup path ........................ reg -> reg
  Required @ worst endpoint ........................ 8170 ps
  R2R Path Start ........................ shift_reg[39]
  Arrival time of data at the critical path endpoint ........................ 7720 ps
  Critical path's slowest cell ........................ sky130_fd_sc_hd__fa_2
  CP Launch Type ........................ register
  Dominant cell type by count on the critical path ........................ sky130_fd_sc_hd__inv_1
  Endpoint type of the worst setup path ........................ register
  Crit path from ........................ shift_reg[39]

[CTS]
  Clock H-tree levels ........................ 3
  Clock insertion delay at the later pin of the skew report ........................ 350 ps
  TritonCTS buffer count ........................ 9
  CTS root buffer ........................ sky130_fd_sc_hd__clkbuf_8
  Max clock buf depth ........................ 2
  Sinks on the clock net ........................ 69
  Clock transition time at the flip-flop clock pins of the worst setup and hold paths ........................ 80 ps
  TritonCTS clock tree ........................ yes

[Run]
  Max-capacitance violation count ........................ 0
  Number of warnings in the stage logs ........................ 33

[STA]
  Final slew viol count ........................ 0
  Highest Clock Rate ........................ 134.2 MHz
  Final worst path period need ........................ 7451 ps
  Number of hold violations in the final report ........................ 0
  Least-Margin Pin Slew ........................ 643.6 ps
  Unrepaired setup endpoints after global routing ........................ false
  Clock Skews ........................ 5.595 ps
  Relative slew slack ........................ 56.94%
  Final critical-path setup slack ........................ 448.9 ps
  Number of endpoints failing setup at the final stage ........................ 0
  Period utilisation layout ........................ 94.32%

[Drt]
  Total Routed Length ........................ 7.699 mm
  Inserted Diodes ........................ 0
  Post-route DRC violation count ........................ 0
  Per-cell via count in the routed design ........................ 5.110
  Drt first-iter violations ........................ 68
  ANT nets after route ........................ 0
  Routed wire per std cell ........................ 13.87 um
  Routed vias ........................ 2836
  First-pass iteration count of the detailed router ........................ 4

[Finish]
  Fraction of final layout cells with drive strength greater than 1 ........................ 11.97%
  Total of fill cells in the finished design ........................ 870
  Number of flip-flops in the largest register ........................ 41
  P&R area growth vs syn ........................ 12.50%

[Global routing]
  Wire length of the first global-routing pass ........................ 13.59 mm
  Initial antenna violation count ........................ 0
  Total track usage ........................ 17.29%
  Grt ovf ........................ 0
  Maximum number of pins on one net before global-route repair ........................ 33
  Vias in the first global route ........................ 2902

[Power]
  Part of the total power dissipated in the clock network ........................ 43.0%
  Net switching power ........................ 0.1986 mW
  Cell Pwr Density ........................ 185.3 mW/mm2
  Logic gate share of total power ........................ 14.5%
  Net switching fraction of the power ........................ 24.15%
  P_int ........................ 0.6238 mW
  Peak supply drop ........................ 161.6 uV
  Flop pwr share ........................ 42.5%
  PnR Total Power ........................ 0.8225 mW
  Leakage ........................ 2.049 nW

[Worst hold path]
  Worst min-delay path class ........................ reg -> reg
  Min-Delay Startpoint ........................ F[20]

[Placed design]
  Detailed-placement wirelength estimate ........................ 5.393 mm
  Final RePlAce weighted congestion ........................ 0.8377
  Worst setup timing slack at the placement stage ........................ -47.29 ps
  Count of buffers inserted at the top-level ports ........................ 3

[Run status]
  Result of the run ........................ finished clean

----------------------------------------------------
-- power groups by stage --
stage	registers [mW]	clock network (mW)	logic, mW
6_report	0.349	0.354	0.120
5_1_grt	0.349	0.377	0.133
4_1_cts	0.349	0.362	0.117
-- per-stage QoR --
stage	setup TNS, ps	hold slack (ps)	area (um2)	instances	utilization [%]
CTS	0	439.2	4370	554	46.42
finish	0	441.4	4438	555	47.14
floorplan	0	401.4	3945	416	-
global placement	0	418.5	4109	538	43.64
global route	0	472.4	4438	555	47.14
detailed placement	-47.29	423.0	4109	538	43.64
-- cells in the final DEF, fill, tap and decap left out, types with 12 or more instances in the layout --
cell | Yosys | layout
sky130_fd_sc_hd__nor2_1 | 24 | 24
sky130_fd_sc_hd__dfxtp_1 | 69 | 68
sky130_fd_sc_hd__and3_1 | 30 | 30
sky130_fd_sc_hd__xnor2_1 | 21 | 17
sky130_fd_sc_hd__fa_1 | 14 | 12
sky130_fd_sc_hd__nor3_1 | 17 | 17
sky130_fd_sc_hd__a21o_1 | 15 | 15
sky130_fd_sc_hd__nand2_1 | 29 | 29
sky130_fd_sc_hd__inv_1 | 37 | 37
sky130_fd_sc_hd__a21oi_1 | 18 | 18
sky130_fd_sc_hd__ha_1 | 41 | 37
-- critical path: cells and delay by family, from the launching register on --
family	cells	cell delay (ps)
adders and majority gates	12	4280
AOI/OAI and AO/OA	9	1270
buffers and inverters	7	540
xor gates and xnor gates	2	380
DFF	1	360
muxes	1	360
and+or+nand+nor	2	150
-- path summary, 6_finish.rpt --
kind / slack (ps) / end / cells after the start
worst max-delay path: 450 / F[13] / 33
worst min-delay path: 440 / F[19] / 2
worst max register to register: 450 / F[13] / 33
worst min register to register: 440 / F[19] / 2
-- kinds of logic (layout without fill, tap and decap cells) --
group / Yosys count / after routing / synth area share [%]
AND/OR/NAND/NOR: 122 / 122 / 15.76
AND-OR/OR-AND: 77 / 77 / 14.11
multiplexers: 13 / 13 / 3.425
buffers and inverters: 52 / 62 / 5.170
XOR/XNOR: 28 / 28 / 6.407
flip-flops: 69 / 69 / 35.01
adder cells (fa/ha/maj): 55 / 55 / 20.11
-- timing repair --
action | 4_1_cts | 5_1_grt
setup buffers | 0 | 1
pin swaps | 0 | 5
endpoints found under the setup margin | 2 | 4
resized | 2 | 13
hold buffers | 0 | 0
-- metal layers --
metal	GRT usage (%)	vias up	wire, um
met5	0	-	0
met4	3.010	0	174
met3	3.221	16	207
met2	26.06	28	3241
met1	27.26	1347	4076
li1	-	1445	-
-- area by class of cell --
type	instances	area (um2)	area share, %
Inverter	37	138.9	3.129
Timing Repair Buffer	9	75.07	1.692
Sequential cell	69	1383	31.15
Multi-Input combinational cell	295	2434	54.83
Tap cell	129	161.4	3.637
Clock buffer	10	137.6	3.101
Clock inverter	6	108.9	2.453
Power is estimated from default activity; no workload was simulated.
